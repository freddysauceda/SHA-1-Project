==> ./design.v <==
module SHA1_hash (       
	clk, 		
	nreset, 	
	start_hash,  
	message_addr,	
	message_size, 	
	hash, 	
	done, 		
	port_A_clk,
        port_A_data_in,
        port_A_data_out,
        port_A_addr,
        port_A_we
	);
input	clk;
input	nreset; 
input	start_hash; 
input 	[31:0] message_addr; 
input	[31:0] message_size; 
output	[159:0] hash; 
input   [31:0] port_A_data_out; 
output  [31:0] port_A_data_in;
output  [15:0] port_A_addr;
output  port_A_clk;
output  port_A_we;
output	done;  
parameter H_0 = 32'h67452301;
parameter H_1 = 32'hefcdab89;
parameter H_2 = 32'h98badcfe;
parameter H_3 = 32'h10325476;
parameter H_4 = 32'hc3d2e1f0;
reg[31:0] H0 = H_0;
reg[31:0] H1 = H_1;
reg[31:0] H2 = H_2;
reg[31:0] H3 = H_3;
reg[31:0] H4 = H_4;
parameter k_0_19 = 32'h5a827999;
parameter k_20_39 = 32'h6ed9eba1;
parameter k_40_59 = 32'h8f1bbcdc;
parameter k_60_79 = 32'hca62c1d6;
reg[31:0] kt;
wire[31:0] T;  
reg[31:0] A = H_0;
reg[31:0] B = H_1;
reg[31:0] C = H_2;
reg[31:0] D = H_3;
reg[31:0] E = H_4;
reg[31:0] f;
reg[31:0] f1, f2, f3;
function [31:0] changeEndian;
    input [31:0] val;
    changeEndian = {val[7:0], val[15:8], val[23:16], val[31:24]};
endfunction
function [31:0] rotl;
    input [31:0] val;
    input [31:0] ramt;
    rotl = (val << ramt) | (val >> 32 - ramt);
endfunction
reg [7:0] loop = 0;
reg fin;
reg [31:0] w[0:79];
reg final_chunk = 0;  
reg [15:0] read_amt = 16'd0;  
reg [31:0] wt;
reg final_flag = 1'd0;
reg real_final_flag = 1'd0;
always @(posedge clk) begin
    if(loop == 80) begin
        read_amt <= read_amt + 3'd4;
    end
    if(loop < 16) begin
        if(read_amt <= message_size & final_chunk == 0) begin  
           w[loop] <= changeEndian(port_A_data_out);  
           if(loop != 15) begin
                read_amt <= read_amt + 3'd4;  
           end
        end
        else if(read_amt > message_size & final_chunk == 0) begin  
            final_chunk <= 1;  
            if(message_size % 4 == 1) begin
                w[loop] <= changeEndian(port_A_data_out) | 32'h00800000;
            end
            else if(message_size % 4 == 2) begin
                w[loop] <= changeEndian(port_A_data_out) | 32'h00008000;
            end
            else if(message_size % 4 == 3) begin
                w[loop] <= changeEndian(port_A_data_out) | 32'h00000080;
            end
            else begin  
                w[loop] <= 32'h80000000;
            end
        end
        else if(final_chunk == 1) begin  
            w[loop] <= 32'h00000000;
            if(loop == 15 & fin) begin  
                w[15] <= message_size << 3;
                final_flag <= 1'd1;
            end
        end
    end
    else if(loop >= 16) begin
         w[loop] <= rotl((w[loop-3] ^ w[loop-8] ^ w[loop-14] ^ w[loop-16]), 1);  
    end
end 
always @(posedge clk) begin
    if(loop > 0) begin
        wt <= w[loop-1];
    end
end
assign T = rotl(A, 5) + f + E + kt + wt;
always@(posedge clk) begin
    if(loop < 21 & loop != 0) begin
        f <= (B&C)^(~B&D);
    end
    else if(loop < 41) begin
        f <= B^C^D;
    end
    else if(loop < 61) begin
        f <= (B&C)^(C&D)^(B&D);
    end
    else begin
        f<= B^C^D;
    end
end
always@(posedge clk) begin
    if(loop == 0) begin
        if(!start_hash) begin
                A <= H0;
                B <= H1;
                C <= H2;
                D <= H3;
                E <= H4;
            end
        end
    else if(loop < 80) begin
            #10;
            E <= D;
            D <= C;
            C <= rotl(B, 30);
            B <= A;
            A <= rotl(A,5) + f + E + kt + wt; 
    end
    else if(loop == 80) begin 
        #20
        A <= H0;
        B <= H1;
        C <= H2;
        D <= H3;
        E <= H4;
        if(final_flag) begin
            real_final_flag <= 1'd1;
        end
    end
end
always@(posedge clk) begin
    if(loop == 80) begin
        #10;
        H0 <= T + H0;
        H1 <= A + H1;
        H2 <= rotl(B, 30) + H2;
        H3 <= C + H3;
        H4 <= D + H4;
    end
end
always @(posedge clk) begin
    if(loop < 20) begin
        #10;
        kt <= k_0_19;
    end
    else if(loop < 40) begin
        #10;
        kt <= k_20_39;
    end
    else if (loop < 60) begin
        #10;
        kt <= k_40_59;
    end
    else begin
        #10;
        kt <= k_60_79;
    end
end
always @(posedge clk) begin
    if (loop == 0 ) begin  
        if(!(^port_A_data_out === 1'bX) | final_chunk) begin
            #10;
            loop <= loop + 7'd1;
        end
    end
    else if(loop == 80) begin
        #10;
        loop <= 0;
        if(final_chunk) begin
            fin <= 1'd1;
        end
    end
    else if(loop < 80) begin
        #10;
        loop <= loop + 7'd1;
    end
    else begin
        loop <= 7'd0;
    end
end
assign done = real_final_flag;
assign hash = {H0, H1, H2, H3, H4};  
assign port_A_clk = clk;  
assign port_A_we = 1'b0;  
assign port_A_addr = read_amt + message_addr[15:0];  
assign port_A_data_in = 32'h42042069;
endmodule
==> ./run.sh <==
#!/bin/bash
# OpenROAD 26Q1-2900-gdf79404cd8, Yosys 0.63+post, stock flow scripts
make -C /OpenROAD-flow-scripts/flow DESIGN_CONFIG=/design/flow/config.mk WORK_HOME=/design/flow/orfs finish
==> ./config.mk <==
export PLATFORM = sky130hd
export DESIGN_NAME = SHA1_hash
export DESIGN_NICKNAME = SHA1_hash
export VERILOG_FILES = /design/flow/design.v
export SDC_FILE = /design/flow/constraint.sdc
export NUM_CORES = 4
export LEC_CHECK = 1
export CORE_UTILIZATION = 40
==> ./constraint.sdc <==
current_design SHA1_hash

set clk_period 243.1
set clk_io_pct 0.2

create_clock -name clk0 -period $clk_period [get_ports {clk}]

set non_clock_inputs [all_inputs -no_clocks]
set_input_delay [expr $clk_period * $clk_io_pct] -clock clk0 $non_clock_inputs
set_output_delay [expr $clk_period * $clk_io_pct] -clock clk0 [all_outputs]
==> results_dict.tcl <==
# place-and-route summary
set metrics [dict create \
    start_kind "clock port" \
    crit_path_frequent_cell "clkbuf_16" \
    cts_tree "yes" \
    io_buffers 255 \
    io_pins 310 \
    finalClockSkew_ns 0.0716 \
    tool_warnings 108 \
    path_delay_family "buffers and inverters" \
    cts_setup_buffers 0 \
    core_um2 480000 \
    fillCellCount 40300 \
    crit_cells 3 \
    drc 0 \
    wl_met1_um 212000 \
    yosysWarnings 1 \
    first_iter_violations 11200 \
    edf_count 2920 \
    synthesis.instances 11900 \
    hold_class "reg -> reg" \
    seq_area_frac_synth_pct 46.0 \
    ant_nets 0 \
    finalSetupViolations 0 \
    cap_violations 0 \
    dr.pass1.iters 6 \
    finalSetupTns_ns 0 \
    status "finished, final reports clean" \
    rows 254 \
    worstPathRequired_ns 194.48 \
    fp_util_pct 40.3 \
    hold_viol_final 0 \
    min-delay-start "read_amt[10]" \
    gp_congestion 1.05 \
    track_usage_pct 35.5 \
    clk_pin_slew_ns 0.06 \
    die_w_um 697 \
    regToRegSetupSlack_ns 234.45 \
    end_kind "primary output" \
    wl_um 793000 \
    path_cells "clkbuf_16 -> clkbuf_16 -> clkdlybuf4s50_1" \
    rsz0062_at_grt "no" \
    hold_slack_ns 0.546 \
    crit_slowest_cell "clkdlybuf4s50_1" \
    grt_pass1_wl_um 1090000 \
    finalWorstSetupSlack_ns 72.30 \
    grt_pass1_vias 137000 \
    drive_above_1_share_pct 35.6 \
    overflow 0 \
    async_flop_share_pct 0 \
    cp.arrival_ns 122.18 \
    vias_per_cell 6.93 \
    final_area_um2 216000 \
    dr_total_vias 131000 \
    clk-insertion-delay-late_ns 1.14 \
    die_h_um 697 \
    dp_slack_ns 72.56 \
    cts_hold_buf 0 \
    cp_max_fo 2 \
    worstMarginPinSlew_ns 1.46 \
    ys_cells 11900 \
    dpl_cell_area_um2 204000 \
    dp_hpwl_um 530000 \
    post_cts_resized 0 \
    min_path_cells 1 \
    maxSlewHeadroom_pct 0.183 \
    max_stage_delay_ns 0.39 \
    ys.flops 2982 \
    yosysChipArea_um2 193000 \
    worst-path-buf-inv 3 \
    synthToLayoutAreaGrowth_pct 11.8 \
    crit_type "clk -> out" \
    r2r_start "loop[1]" \
    r2r-end "w[15][8]" \
    synth_cell_types 88 \
    die_area_um2 486000 \
    grt_max_degree 116 \
    synth-main-ff-cell "edfxtp_1" \
    dr_wl_met2_um 339000 \
    highest_layer "met5" \
    hold_path_end "read_amt[10]" \
    avgSynthCellArea_um2 16.3 \
    detail_route.wl_per_cell_um 41.9 \
    slew_viol_final 0 \
    antenna_found_initial 87 \
    synth_area_um2 193000 \
    rr_worst_depth 18 \
    wl_met3_um 171000 \
]
## routing by layer
layer  global-route usage, %  vias up
met3                    33.2     2606
met2                    46.7    12100
met5                    13.8        -
met4                    21.9      176
met1                    34.1    65800
li1                        -    50400
## worst max path at each step
stage / startpoint / endpoint / slack [ns]
4_1_cts: clk / port_A_clk / 72.29
5_1_grt: clk / port_A_clk / 72.28
6_report: clk / port_A_clk / 72.30
## stage by stage
step	utilization (%)	std cells
6_report	45.0	18900
5_1_grt	45.0	18800
4_1_cts	44.9	18800
3_5_place_dp	42.5	18200
3_3_place_gp	42.5	18200
2_1_floorplan	-	11900
## cells in the mapped netlist (all sizes together) (193+ instances only)
library cell | n | area, um2
nand2 | 1479 | 5550
mux2i | 280 | 2800
o21ai | 238 | 1190
mux4 | 2995 | 67500
inv | 306 | 1150
clkbuf | 286 | 1070
xnor2 | 229 | 2030
edfxtp | 2920 | 87700
buf | 705 | 4770
ha | 238 | 2980
nor2 | 336 | 1260
a21oi | 248 | 1240
nand3 | 193 | 966
## kinds of logic (layout without fill, tap and decap cells)
group,count (synthesis),in the layout,synth area share [%]
AOI/OAI and AO/OA,1210,1210,4.17
xor gates and xnor gates,318,318,1.49
adders and majority gates,364,364,2.85
buffers and inverters,1299,1774,3.62
DFF,2982,2982,46.0
muxes,3357,3357,36.8
other,2,181,0.00389
and+or+nand+nor,2326,2326,5.04
## cell usage in the layout (no fill, tap or decap), types with 33 or more instances in the layout
| cell type | n |
|---|---|
| xor2_1 | 82 |
| a31oi_1 | 85 |
| conb_1 | 36 |
| and3_1 | 33 |
| nand3_1 | 191 |
| nand2_1 | 1474 |
| bufinv_16 | 48 |
| diode_2 | 145 |
| dfxtp_1 | 62 |
| a21oi_1 | 247 |
| mux2_2 | 82 |
| mux2i_1 | 280 |
| clkinv_1 | 57 |
| clkbuf_1 | 50 |
| a21o_1 | 90 |
| clkdlybuf4s50_1 | 255 |
| xnor2_1 | 212 |
| inv_1 | 299 |
| o21ai_0 | 196 |
| fa_1 | 126 |
| ha_1 | 234 |
| mux4_2 | 2995 |
| buf_4 | 580 |
| a211oi_1 | 93 |
| a22oi_1 | 50 |
| o22ai_1 | 65 |
| o21a_1 | 35 |
| nor3_1 | 37 |
| nor2_1 | 243 |
| o211ai_1 | 53 |
| clkinv_2 | 45 |
| nand4_1 | 82 |
| edfxtp_1 | 2920 |
| nor2b_1 | 57 |
| nor2_4 | 85 |
| clkbuf_16 | 348 |
## worst reg2reg max path, cell delays in order (launching register included)
cell and delay [ns]:
edfxtp_1 0.36, buf_4 0.53, buf_4 0.78, buf_4 0.77, ha_1 0.41, a21oi_2 0.18, xnor2_4 0.56, buf_4 0.73
buf_4 0.54, buf_4 0.73, mux4_2 0.46, mux2i_1 0.26, o22ai_1 0.13, a21oi_1 0.17, xnor2_1 0.09, xnor3_1 0.53
a22o_2 0.45, buf_4 0.59, a22o_1 0.25
## sequential cells by signal, summed over array words and instances, names as in the netlist, 13 cells and up
register and count:
D 32, kt 13, H0 32, H4 32
C 32, A 32, B 32, w 2560
read_amt 14, H2 32, H1 32, E 32
wt 32, f 32, H3 32
## final cells by class
cell class                 instances  area, um2  area share, %
timing repair buffer             855       7320           3.39
clock inverter                   197       2390           1.11
sequential                      2982      88900           41.2
antenna                          145        363          0.168
clock buffer                     414       9110           4.22
inverter                         308       1170          0.543
multi-input combinational       7611      98700           45.7
tap                             6400       8010           3.71
